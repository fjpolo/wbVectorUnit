==> /design/flow/design.v <==
`default_nettype none
`timescale 1ps/1ps
module wbDualPortBRAM #(  
    parameter ADDR_WIDTH = 7,   
    parameter DATA_WIDTH = 32,   
    localparam MEM_SIZE   = (1 << ADDR_WIDTH)  
) (
    input wire                            i_clk,  
    input wire                            i_rst,  
    input wire                            i_wb_cyc,    
    input wire                            i_wb_stb,    
    input wire                            i_wb_we,     
    input wire [ADDR_WIDTH-1:0]           i_wb_adr,    
    input wire [DATA_WIDTH-1:0]           i_wb_dat,    
    input wire [DATA_WIDTH/8-1:0]         i_wb_sel,    
    output reg                            o_wb_ack,    
    output reg [DATA_WIDTH-1:0]           o_wb_dat,    
    output reg                            o_wb_err     
);
    logic [DATA_WIDTH-1:0] mem [MEM_SIZE-1:0];
    logic        _i_wb_cyc_r;
    logic        _i_wb_stb_r;
    logic        _i_wb_we_r;
    logic [ADDR_WIDTH-1:0] _i_wb_adr_r;
    logic [DATA_WIDTH-1:0] _i_wb_dat_r;
    logic [DATA_WIDTH/8-1:0] _i_wb_sel_r;
    logic        _o_wb_ack_next;
    assign o_wb_err = 1'b0;
    always_ff @(posedge i_clk or posedge i_rst) begin
        if (i_rst) begin
            _i_wb_cyc_r <= 1'b0;
            _i_wb_stb_r <= 1'b0;
            _i_wb_we_r  <= 1'b0;
            _i_wb_adr_r <= '0;
            _i_wb_dat_r <= '0;
            _i_wb_sel_r <= '0;
            o_wb_ack    <= 1'b0;
            o_wb_dat    <= '0;
        end else begin
            _i_wb_cyc_r <= i_wb_cyc;
            _i_wb_stb_r <= i_wb_stb;
            _i_wb_we_r  <= i_wb_we;
            _i_wb_adr_r <= i_wb_adr;
            _i_wb_dat_r <= i_wb_dat;
            _i_wb_sel_r <= i_wb_sel;
            _o_wb_ack_next <= i_wb_stb && i_wb_cyc;
            if (_i_wb_stb_r && _i_wb_cyc_r && _i_wb_we_r) begin
                for (int i = 0; i < DATA_WIDTH/8; i++) begin
                    if (_i_wb_sel_r[i]) begin
                        mem[_i_wb_adr_r][(i*8) +: 8] <= _i_wb_dat_r[(i*8) +: 8];
                    end
                end
            end
            if (_i_wb_stb_r && _i_wb_cyc_r && !_i_wb_we_r) begin
                o_wb_dat <= mem[_i_wb_adr_r];
            end else if (!(_i_wb_stb_r && _i_wb_cyc_r)) begin
                o_wb_dat <= '0;
            end
            o_wb_ack <= _o_wb_ack_next;
        end
    end
endmodule
==> /design/flow/run.sh <==
#!/bin/bash
# OpenROAD 26Q1-2900-gdf79404cd8, Yosys 0.63+post, stock flow scripts
make -C /OpenROAD-flow-scripts/flow DESIGN_CONFIG=/design/flow/config.mk WORK_HOME=/design/flow/orfs finish
==> /design/flow/config.mk <==
export PLATFORM = sky130hd
export DESIGN_NAME = wbDualPortBRAM
export DESIGN_NICKNAME = wbDualPortBRAM
export VERILOG_FILES = /design/flow/design.v
export SDC_FILE = /design/flow/constraint.sdc
export NUM_CORES = 4
export LEC_CHECK = 1
export CORE_UTILIZATION = 30
==> /design/flow/constraint.sdc <==
current_design wbDualPortBRAM

set clk_period 15.5
set clk_io_pct 0.2

create_clock -name clk0 -period $clk_period [get_ports {i_clk}]

set non_clock_inputs [all_inputs -no_clocks]
set_input_delay [expr $clk_period * $clk_io_pct] -clock clk0 $non_clock_inputs
set_output_delay [expr $clk_period * $clk_io_pct] -clock clk0 [all_outputs]
==> qor.txt <==
# Cells Yosys = 8942
yosys aoi share = 11.36%
# IOs = 82
OpenROAD warnings = 27
P per Cell Area = 132.5 nW/um2
Critical Path RT = 16530 ps
core footprint = 512700 um2
Synth cell types = 85
share of layout cells above drive strength 1 = 18.64%
clk slew on worst S/H paths = 60 ps
WL met3 = 226600 um
CP max FO = 38
Simple-Gate Area Share = 5.359%
commonest non-fill, non-tap cell in the layout = edfxtp_1
die width = 719.2 um
XOR Share, Synth = 0.01135%
Maximum Capacitance Violations = 0
Top cells excl fill/tap = edfxtp_1 (4097), a22oi_1 (1526), buf_4 (970)
setup ws final = 8745 ps
Resized Gates After CTS = 0
total vias in the final route = 109900
status = finished, final reports clean
CP Capture Type = flop
LEAKAGE = 0.05767 uW
drt via density = 6.362
DRT Wirelength = 1094000 um
Max-slew headroom = 1.638%
Yosys chip area = 154300 um2
Die H = 719.2 um
total grt overflow = 0
max-slew violation count = 0
Filler cells = 47880
Final setup viols = 0
DRC = 0
final hold violations = 0
Gate Count Post-Synth = 8942
count of library flops with an enable pin = 4097
CTS tree = yes
hold_buf cts = 0
Yosys warnings = 3
Top logic family = AND-OR/OR-AND gates
cycle use final = 43.58%
area delta synth->final = 20.07%
Fmax = 148.0 MHz
CP Data Arrival Time = 7780 ps
Synth flops = 4176
met2 wire len = 435500 um
Tightest Pin Transition = 1472 ps
worst setup path class = reg2reg
Num Clock Sinks = 4176
Most used DFF post-synth = edfxtp_1
vias in the first global route = 108200
Metal-1 WL = 308300 um
syn avg cell area = 17.25 um2
WL/cell = 63.31 um
post-synthesis adder-cell area fraction = 0%
CTS root buffer = clkbuf_16
top layer in use = met5
skew final = 82.06 ps
largest net degree at the start of global routing = 98
initial antenna violation count = 214
setup TNS = 0 ps
Max VDD drop = 0.1170 mV
initial drt markers = 12820
Port Buffer Count = 80
Tot GR Track Use = 44.96%
Pre-antenna DRT Iters = 7
post-place setup slack = 8428 ps
Placement Cell Area = 169900 um2
chip area = 517200 um2
FP Rows = 263
remaining antenna violation count = 0
part of the Yosys area used for sequential elements = 81.02%
CTS buffer count = 453
CP Launch Type = flop
Init Core Util = 30.09%
worst hold path type = reg2reg
Tmin final = 6755 ps
area fraction in mux cells = 0.5474%
Setup Buffers After CTS = 0
asr flop ratio synth = 1.892%
worst-skew pair later-pin latency = 1140 ps
RSZ-0062 raised after global routing = no
H-tree lvl count = 5
Clock Path Buffers = 4
post-route cell area = 185300 um2
Post-Syn Area = 154300 um2
Final GP Congestion = 1.125
first-pass GRT wire length = 1337000 um
hpwl dp = 789200 um
worst max-delay path, stage by stage, from the launching register on:
cell and delay, ps:
dfrtp_4 450, buf_4 480, buf_4 660, nand4bb_4 890, buf_4 630, nor2_4 850
buf_4 360, buf_4 510, a221oi_1 310, nand3_1 170, nor4_2 130, buf_4 210
a311oi_1 620, a221o_1 200
logic make-up after synthesis:
logic type             Yosys count
flip-flops                    4176
AND-OR/OR-AND                 2332
AND/OR/NAND/NOR               1761
buffers and inverters          589
multiplexers                    81
XOR/XNOR                         2
other                            1
stage by stage:
step / hold slack [ps] / power, uW / cells / util [%]
6_report: 346.3 / 24550 / 17280 / 36.13
5_1_grt: 353.3 / 24890 / 17150 / 36.07
4_1_cts: 349.4 / 24470 / 17020 / 36.00
3_5_place_dp: 335.4 / 13680 / 16180 / 33.14
3_3_place_gp: 332.4 / 13680 / 16180 / 33.14
2_1_floorplan: 330.6 / 12970 / 8942 / -
cell usage after synthesis (all sizes together) (7+ instances only):
cell type / instances / area, um2
nand4b: 7 / 76.32
a311oi: 7 / 61.31
nor3: 81 / 405.4
mux2: 27 / 304.0
o221ai: 9 / 78.83
a222oi: 65 / 650.6
and2: 9 / 56.31
buf: 265 / 1410
nand4: 173 / 1082
o22ai: 154 / 963.4
a22oi: 1526 / 11460
o21ai: 62 / 310.3
dfrtp: 79 / 1977
nor4: 100 / 640.6
a32o: 9 / 90.09
a32oi: 32 / 280.3
or4: 41 / 307.8
clkbuf: 318 / 1194
a211oi: 10 / 80.07
mux2i: 54 / 540.5
a221o: 14 / 140.1
a221oi: 93 / 820.8
and4: 11 / 96.34
nor2: 714 / 2703
and3: 37 / 231.5
nor2b: 9 / 56.30
a2111oi: 16 / 147.6
nand3: 91 / 460.4
a22o: 149 / 1305
o211ai: 21 / 157.7
a31oi: 13 / 81.33
edfxtp: 4097 / 123000
nand2: 428 / 1607
or3: 8 / 50.05
o2111ai: 11 / 96.34
a21oi: 114 / 570.6
area by class of cell:
class	count	area (um2)	share of cell area, %
sequential	4176	125100	67.55
multi-input combinational	4177	27980	15.10
clock buffer	574	11940	6.447
tap	6757	8454	4.564
timing repair buffer	1061	8303	4.482
clock inverter	266	2739	1.478
antenna	266	665.6	0.3593
inverter	6	27.53	0.01486
flip-flops by register name (all words and copies together) (netlist names):
signal          cells
mem              4096
_i_wb_dat_r        32
o_wb_dat           32
_i_wb_adr_r         7
_i_wb_sel_r         4
_i_wb_cyc_r         1
_i_wb_stb_r         1
_i_wb_we_r          1
_o_wb_ack_next      1
o_wb_ack            1
final timing paths:
path                                           from                        end  slack (ps)  cells past startpoint
setup / recovery           _i_wb_adr_r[0]$_DFF_PP0_   o_wb_dat[13]$_DFFE_PP0P_        8750                     13
hold / removal             _o_wb_ack_next$_DFFE_PN_         o_wb_ack$_DFF_PP0_         350                      0
setup reg to reg           _i_wb_adr_r[0]$_DFF_PP0_   o_wb_dat[13]$_DFFE_PP0P_        8750                     13
hold reg to reg            _o_wb_ack_next$_DFFE_PN_         o_wb_ack$_DFF_PP0_         350                      0
max in group asynchronous                     i_rst   _i_wb_dat_r[3]$_DFF_PP0_       11260                      4
min in group asynchronous                     i_rst  _i_wb_dat_r[15]$_DFF_PP0_        2410                      2
power breakdown:
part	switching [uW]	leakage [uW]	total, uW	internal [uW]
Combinational	842	0.0128	1020	176
Sequential	84.1	0.0378	12500	12400
Clock	4900	0.00714	11000	6140
Total	5820	0.0577	24500	18700
metal layers:
metal / track usage [%] / vias up
met5: 18.54 / -
met4: 34.53 / 261
met3: 42.11 / 3266
met2: 56.01 / 11620
met1: 43.37 / 55640
li1: - / 39160
Power is estimated from default activity; no workload was simulated.
